===== flow/constraint.sdc =====
current_design bird

set clk_period 1.7
set clk_io_pct 0.2

create_clock -name clk0 -period $clk_period [get_ports {clk}]

set non_clock_inputs [all_inputs -no_clocks]
set_input_delay [expr $clk_period * $clk_io_pct] -clock clk0 $non_clock_inputs
set_output_delay [expr $clk_period * $clk_io_pct] -clock clk0 [all_outputs]

===== flow/design.v =====
`timescale 1ns / 1ps
module bird(clk, rst, enable, jump, state, fall_accel, y_coord
    );
	 input clk;
	 input enable;
	 input jump;
	 input [1:0] fall_accel;
	 input rst;
	 input [1:0] state;
	 output reg signed[10:0] y_coord;
	 initial y_coord = 'd300;
	 reg signed [10:0] vel; 
	 initial vel = 'd0;
	 reg jump_d;
	 initial jump_d = 0;
	 reg [8:0] clock_div;
	 initial clock_div = 0;
	 always @ (posedge clk)
		clock_div <= clock_div+1;
	 always @ (posedge clock_div[4])
	 begin
	 if(enable && state == 2)
		begin
			if(jump && vel < 5)
			begin
				vel <= vel + 'd10;
			end
			else if (vel > -5)
				vel <= vel - 1; 
		end
	 else if (!state[1])
		vel <= 0;
	 end
	 always @ (posedge clock_div[4])
	 begin
	 if(enable && state == 2)
		begin
			if(y_coord <= 0)
				y_coord <= 0;
			else if(y_coord + vel <= 0)
				y_coord <= 0;
			else if((y_coord + vel) > 0 && (y_coord + vel) < 485)
				y_coord <= y_coord + vel;
		end
	 else if (state == 0)
		y_coord <= 0;
	 else if (state == 1)
		y_coord <= 300;
	 end
endmodule

===== flow/run.sh =====
#!/bin/bash
# OpenROAD 26Q1-2900-gdf79404cd8, Yosys 0.63+post, stock flow scripts
make -C /OpenROAD-flow-scripts/flow DESIGN_CONFIG=/design/flow/config.mk WORK_HOME=/design/flow/orfs finish

===== flow/config.mk =====
export PLATFORM = sky130hd
export DESIGN_NAME = bird
export DESIGN_NICKNAME = bird
export VERILOG_FILES = /design/flow/design.v
export SDC_FILE = /design/flow/constraint.sdc
export NUM_CORES = 4
export LEC_CHECK = 1
export CORE_AREA = 10 10 110 110
export DIE_AREA = 0 0 120 120

==> flow_summary_export.csv <==
group,metric,value,unit
worst_setup_path,cp_top_family,"flip-flops",
floorplan,rows,36,
routing,wl_met2,1960,um
worst_setup_path,crit_required,1.78,ns
routing,drcViolationCount,0,
worst_setup_path,crit_slowest_cell,"dfxtp_1",
clocking,htreeDepth,1,
routing,drt-total-wl,4500,um
clocking,hold_buffers,0,
logic_synthesis,yosys_cells,221,
routing,drt_pass1_iterations,5,
floorplan,die_y,120,um
floorplan,die_width,120,um
final_timing,period_needed,0.998,ns
final_layout,drive_above_1_share,4.22,%
final_timing,unclocked_regs,22,
grt,antenna_found_initial,0,
routing,wl_met3,329,um
place,place_hpwl,3610,um
grt,grt_pass1_wl,7540,um
routing,wire_per_inst,12.2,um
final_timing,fin_hold_ws,0.393,ns
logic_synthesis,ys_top_logic_family,"simple AND/OR/NAND/NOR gates",
worst_setup_path,cp-end-kind,"flip-flop",
clocking,cts_setup_buffers,0,
worst_setup_path,critical_path.cell_chain,"xnor2_1",
logic_synthesis,simple_gate_area_share,21.6,%
clocking,clk_pin_slew,0.04,ns
clocking,cts_buffers,3,
clocking,clockRootBuffer,"clkbuf_8",
final_timing,final_max_slew_viol_count,0,
logic_synthesis,ff_type,"edfxtp_1",
worst_setup_path,worstSetupStartpoint,"clock_div[4]$_DFF_P_",
grt,grt_usage,6.19,%
logic_synthesis,syn_area_per_cell,9.30,um^2
clocking,cts_resized,0,
run,warnings,33,
final_timing,fin_skew,0.00358,ns
place,gp_congestion,0.833,
final_timing,max-slew-margin-rel,43.4,%
routing,wl_met1,2210,um
run,drv_cap,0,
run_status,outcome,"finished clean",
min_path,hp-class,"flip-flop to flip-flop",
logic_synthesis,yosysWarnings,1,
worst_setup_path,critical_path_peak_fanout,23,
power_and_ir_drop,p_leak,0.914,nW
routing,drtIter0Drc,102,
logic_synthesis,aoi_share,15.5,%
logic_synthesis,syn_area,2060,um^2
worst_setup_path,slowest_delay,0.72,ns
routing,num_vias,1668,
min_path,hold_path_startpoint,"clock_div[0]$_DFF_P_",
final_timing,fin_setup_tns,0,ns
grt,grt_max_degree,24,
final_timing,rsz0062_at_grt,"false",
routing,ant_nets,0,
final_layout,syn_to_final_growth,17.3,%
clocking,clk_latency,0.22,ns
final_timing,untimed_endpoints,55,
logic_synthesis,synthXorXnorAreaFrac,7.24,%
clocking,cts_tree,"done",
worst_setup_path,critPathLaunchType,"flip-flop",
worst_setup_path,timing.rr.start,"clock_div[4]$_DFF_P_",
logic_synthesis,synth_flop_count,27,
floorplan,initCoreUtil,21.0,%
logic_synthesis,syn_inst,221,
logic_synthesis,adder_share,12.5,%
final_timing,timing.fmax,1000,MHz
routing,diodes,0,
floorplan,fp.dieArea,14400,um^2
floorplan,pin_count,19,
logic_synthesis,ys_area,2060,um^2
logic_synthesis,mux_share,2.43,%
final_timing,setup_viol,0,
final_timing,worstMarginPinSlew,0.844,ns
logic_synthesis,ys_types,48,
routing,via_per_inst,4.51,
final_timing,period_used_share,58.7,%
worst_setup_path,cp.arrival,1.08,ns
power_and_ir_drop,cellPowerDensity,168,nW/um^2
logic_synthesis,ys_seq_share,37.0,%
worst_setup_path,setup.worst_path.class,"flip-flop to flip-flop",
logic_synthesis,synth-edff-count,22,
grt,grt-ovfl-total,0,
final_timing,final-hold-violation-count,0,
floorplan,core-area,9770,um^2
grt,grt_pass1_vias,1567,
logic_synthesis,async_reset_ff_share,0,%
clocking,cts_max_path_buffers,2,
power_and_ir_drop,vdd_ir_drop_max,0.000392,V
worst_setup_path,critical_path_buf_inv_count,0,
routing,highest_layer,"met4",
place,port_buffers,15,
==> layout by cell type (no fill, tap or decap), types with 3 or more instances in the layout <==
cell and instances:
nand3_1 9, clkdlybuf4s50_1 15, clkbuf_8 3, edfxtp_1 22, nor3_1 3, nand4_1 4, xnor2_1 11, nand2b_1 4
nand2_1 16, nor2b_1 5, or4_1 3, buf_4 3, o211ai_1 3, ha_1 19, mux2i_1 5, a21oi_1 10
a211oi_1 5, o21ai_0 6, nor4_1 3, xor2_1 6, o21ai_1 4, nor2_1 27, a21o_1 6, dfxtp_1 5
inv_1 11
==> flip-flops by register name, summed over array words and instances (netlist names) <==
| register | cells |
|---|---|
| clock_div | 5 |
| vel | 11 |
| y_coord | 11 |
==> final cells by class <==
type / count / area (um^2)
flip-flops and latches: 27 / 761
multi-input cells: 177 / 1230
fillers: 1043 / 7360
clock buffers: 4 / 45.0
well taps: 133 / 166
repair buffers: 18 / 173
inverters: 11 / 41.3
==> stage by stage <==
| step | utilization (%) | power, mW | area (um^2) | setup WS [ns] | std cells |
|---|---|---|---|---|---|
| after floorplan | - | 0.164 | 2060 | 0.858 | 221 |
| after detailed placement | 24.2 | 0.190 | 2370 | 0.654 | 366 |
| after CTS | 24.7 | 0.414 | 2410 | 0.661 | 370 |
| after global placement | 24.2 | 0.189 | 2370 | 0.719 | 366 |
| after global routing | 24.7 | 0.427 | 2410 | 0.563 | 370 |
| final | 24.7 | 0.405 | 2410 | 0.702 | 370 |
==> cell families (layout without fill, tap and decap cells) <==
logic type                 count (synthesis)  count (layout)
DFF                                       27              27
AOI/OAI and AO/OA                         47              47
xor gates and xnor gates                  17              17
adders and majority gates                 20              20
muxes                                      5               5
and+or+nand+nor                           88              88
buffers and inverters                     17              33
==> routing by layer <==
layer  GRT usage, %  vias to the layer above
li1               -                      840
met1           9.01                      787
met2           9.70                       39
met3           1.57                        2
met4         0.0754                        0
met5              0                        -
==> where the power goes <==
| part | internal [mW] | switching, mW | leakage (nW) |
|---|---|---|---|
| combinational | 0.0226 | 0.0341 | 0.628 |
| sequential | 0.131 | 0 | 0.263 |
| clock | 0.161 | 0.0564 | 0.0228 |
| total | 0.315 | 0.0905 | 0.914 |
==> worst paths after layout <==
kind	to	slack [ns]	depth (start not counted)
worst max-delay path	clock_div[4]$_DFF_P_	0.70	1
worst min-delay path	clock_div[0]$_DFF_P_	0.39	1
worst max register to register	clock_div[4]$_DFF_P_	0.70	1
worst min register to register	clock_div[0]$_DFF_P_	0.39	1
==> synthesized netlist by cell type, types with 3 or more instances <==
cell	n	area, um^2
nor2_1	27	101
edfxtp_1	22	661
ha_1	19	238
nand2_1	16	60.1
inv_1	11	41.3
xnor2_1	11	96.3
a21oi_1	10	50.1
nand3_1	9	45.0
a21o_1	6	45.0
o21ai_0	6	30.0
xor2_1	6	52.6
a211oi_1	5	37.5
dfxtp_1	5	100
mux2i_1	5	50.1
nor2b_1	5	31.3
nand2b_1	4	25.0
nand4_1	4	25.0
o21ai_1	4	20.0
clkbuf_1	3	11.3
nor3_1	3	15.0
nor4_1	3	18.8
o211ai_1	3	22.5
or4_1	3	22.5
Power figures rest on the tool's default switching activity, not on a simulated workload.
