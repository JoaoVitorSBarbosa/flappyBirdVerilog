## ./config.mk

```make
export PLATFORM = sky130hd
export DESIGN_NAME = segdisplay
export DESIGN_NICKNAME = segdisplay
export VERILOG_FILES = /design/flow/design.v
export SDC_FILE = /design/flow/constraint.sdc
export NUM_CORES = 4
export LEC_CHECK = 1
export CORE_AREA = 10 10 82 82
export DIE_AREA = 0 0 92 92
```

## ./constraint.sdc

```tcl
current_design segdisplay

set clk_period 1.1
set clk_io_pct 0.2

create_clock -name clk0 -period $clk_period [get_ports {segclk}]

set non_clock_inputs [all_inputs -no_clocks]
set_input_delay [expr $clk_period * $clk_io_pct] -clock clk0 $non_clock_inputs
set_output_delay [expr $clk_period * $clk_io_pct] -clock clk0 [all_outputs]
```

## ./design.v

```verilog
`timescale 1ns / 1ps
module segdisplay(
	input wire [3:0] score,
	input wire segclk,		 
	input wire clr,			 
	output reg [6:0] seg,	 
	output reg [3:0] an		 
	);
reg [6:0] segments;
parameter left = 2'b00;
parameter midleft = 2'b01;
parameter midright = 2'b10;
parameter right = 2'b11;
reg [1:0] state;
	always @ (*)
			case(score)
				4'd0: segments = 7'b1000000;
				4'd1: segments = 7'b1111001;
				4'd2: segments = 7'b0100100;
				4'd3: segments = 7'b0110000;
				4'd4: segments = 7'b0011001;
				4'd5: segments = 7'b0010010;
				4'd6: segments = 7'b0000010;
				4'd7: segments = 7'b1111000;
				4'd8: segments = 7'b0000000;
				4'd9: segments = 7'b0010000;
				4'd10: segments = 7'b0001000;
				4'd11: segments = 7'b0000011;
				4'd12: segments = 7'b1000110;
				4'd13: segments = 7'b0100001;
				4'd14: segments = 7'b0000110;
				4'd15: segments = 7'b0001110;
				default: segments = 7'b1111111;
			endcase
always @(posedge segclk or posedge clr)
begin
	if (clr == 1)
	begin
		seg <= 7'b1111111;
		an <= 7'b1111;
		state <= left;
	end
	else
	begin
		case(state)
			left:
			begin
				seg <= 7'b1000000;
				an <= 4'b0111;
				state <= midleft;
			end
			midleft:
			begin
				seg <= 7'b1000000;
				an <= 4'b1011;
				state <= midright;
			end
			midright:
			begin
				seg <= 7'b1000000;
				an <= 4'b1101;
				state <= right;
			end
			right:
			begin
				seg <= segments;
				an <= 4'b1110;
				state <= left;
			end
		endcase
	end
end
endmodule
```

## ./run.sh

```bash
#!/bin/bash
# OpenROAD 26Q1-2900-gdf79404cd8, Yosys 0.63+post, stock flow scripts
make -C /OpenROAD-flow-scripts/flow DESIGN_CONFIG=/design/flow/config.mk WORK_HOME=/design/flow/orfs finish
```

==> reports/metrics.cfg <==
[final_timing]
worst_pin_slew_ns = 0.256
fin_skew_ns = 0.00331
max_freq_mhz = 922
period_used_pct = 98.6
min_period_ns = 1.08
report.final.setup_viol = 0
whs_ns = 0.277
final_max_slew_viol_count = 0
final-hold-violation-count = 0
max_slew_margin_pct = 82.9
rsz0062_at_grt = true

[floorplan]
die-area_um2 = 8460
die_h_um = 92
core_um2 = 5070
ioPinCount = 17
fp_util_pct = 14.5
rows = 26
fp.dieW_um = 92

[clocking]
clkTransAtPathRegs_ns = 0.06
htree_levels = 1
clk_latency_ns = 0.24
cts-root-buf = clkbuf_8
cts_buffers = 3
cts.sinks = 15
post_cts_buffers = 0
cts_buffer_depth = 2
cts_tree = built
cts-hold-fix-buffers = 0

[placement]
placedCellCount = 155
portBuffers = 16
hpwl_um = 1320
gp_congestion = 0.765

[power]
irDropWorstVdd_mv = 0.377
switching_share_pct = 21.7
combinationalPowerShare_pct = 12.2
p_clk_share_pct = 38.2
p_sw_mw = 0.242
power_density_nw_per_um2 = 1040
seq_power_share_pct = 49.6
p_int_mw = 0.875
p_leak_nw = 0.480

[yosys]
yosysTopAreaCell = dfstp_2
top_cell_area_share_pct = 42.8
async_flop_share_pct = 100
yosysUniqueCellTypes = 29
common_cells = 12 x dfstp_2, 7 x ha_1, 5 x inv_1, 4 x mux2i_1
syn_area_per_cell_um2 = 12.5
edf_count = 0
yosysChipArea_um2 = 737
synth_cells = 59
area_leaders = dfstp_2 43%, ha_1 12%, dfrtp_1 10%, mux2i_1 5.4%, inv_1 2.5%
yosysMostFrequentCell = dfstp_2
ys_seq_share_pct = 53.0
synth_flops = 15
synth_warnings = 1
ys_cells = 59
syn_area_um2 = 737
synth_top_flop_cell = dfstp_2

[global_routing]
antenna_found_initial = 0
grt_pass1_vias = 548
grt_max_degree = 16
grt_pass1_wl_um = 2610
grt_usage_pct = 3.82
grt-ovfl-total = 0

[detailed_routing]
dr.pass1.iters = 4
n_antenna_cell = 0
via_per_inst = 3.24
drc_errors = 0
drtIter0Drc = 9
wirelength_um = 1570
drt-wirelength-per-cell_um = 9.90
num_vias = 515
ant_nets = 0

[worst_hold_path]
hold_class = input port to async pin

[job]
warnings = 32
maxCapViolCount = 0

[worst_setup_path]
endpoint_kind = flip-flop
arrival_ns = 1.26
r2r_end = seg[3]$_DFF_PP1_
cp-endpoint = seg[2]$_DFF_PP1_
ff2ff_path_depth = 3
cp_max_fo = 3
cp-startpoint = score[0]
r2r_start = state[3]$_DFF_PP0_
crit_required_ns = 1.27
startpoint_type = input port
rrSetupSlack_ns = 0.15
path_class = input port to flip-flop

[run_status]
status = finished, final reports clean

[layout]
nFillCells = 553
fin_cells = 159
layout-drive-gt1-share_pct = 59.6
syn_to_final_growth_pct = 45.5

stage by stage:
stage,worst slack [ns],TNS (ns),util [%],power (mW),area [µm²]
after floorplan,0.00319,0,-,0.632,739
after global placement,-0.574,-4.42,20.9,0.692,1060
after detailed placement,-0.590,-4.56,20.9,0.695,1060
after CTS,0.00136,0,21.1,1.13,1070
after global routing,-0.0173,-0.0256,21.1,1.18,1070
final,0.0156,0,21.1,1.12,1070
cells by family (layout without fill, tap and decap cells):
family | Yosys count | count (layout) | synth area share, %
AND-OR/OR-AND | 10 | 10 | 10.9
buffers and inverters | 7 | 37 | 4.75
AND/OR/NAND/NOR | 14 | 14 | 11.0
multiplexers | 6 | 6 | 8.49
adder cells (fa/ha/maj) | 7 | 7 | 11.9
flip-flops | 15 | 15 | 53.0
power by group through the flow:
| stage | combinational [mW] | sequential (mW) | clock (mW) |
|---|---|---|---|
| final | 0.136 | 0.554 | 0.426 |
| after CTS | 0.134 | 0.554 | 0.446 |
| after global routing | 0.152 | 0.554 | 0.478 |
final cells by class:
type | instances | area [µm²] | area share, %
Clock buffer | 3 | 41.3 | 3.85
Inverter | 5 | 18.8 | 1.75
Multi-Input combinational cell | 37 | 338 | 31.5
Tap cell | 70 | 87.6 | 8.17
Sequential cell | 15 | 390 | 36.4
Clock inverter | 1 | 5.00 | 0.467
Timing Repair Buffer | 28 | 191 | 17.9
critical path, cell delays in order:
cell	delay, ns
clkdlybuf4s15_2	0.20
inv_2	0.06
buf_4	0.11
ha_1	0.16
or3b_4	0.38
a21oi_2	0.13
layout by cell type (no fill, tap or decap), types with 3 or more instances in the layout:
cell type,synthesis,final
dfstp_2,12,12
buf_4,0,12
buf_2,1,11
ha_1,7,6
mux2i_1,4,3
inv_1,5,3
nand2_1,3,3
clkbuf_8,0,3
dfrtp_1,3,3
layer usage:
| layer | track usage, % | part of all wire, % | vias to the layer above |
|---|---|---|---|
| met1 | 4.75 | 46 | 241 |
| met4 | 0.386 | 0 | 0 |
| met3 | 1.98 | 8.3 | 0 |
| li1 | - | - | 259 |
| met5 | 0 | 0 | - |
| met2 | 6.00 | 45 | 15 |
sequential cells by signal, summed over array words and instances, names as in the netlist:
signal  count
an          4
state       4
seg         7
how the worst min path moves through the flow:
stage	slack, ns	end
final	0.28	state[2]$_DFF_PP0_
after global routing	0.30	state[2]$_DFF_PP0_
after CTS	0.29	state[2]$_DFF_PP0_
timing repair:
action / in CTS / in global routing
resized: 45 / 5
setup endpoints to repair: 18 / 8
pin swaps: 2 / 1
Power figures rest on the tool's default switching activity, not on a simulated workload.
